**./design.v**
```verilog
module forwarding(
input 		  rstn,
input wire [31:0] memtoreg_data,
input wire [1:0]  rs1_hazard,
input wire [1:0]  rs2_hazard,
input wire [31:0] result,
input wire [31:0] rs1,
input wire [31:0] rs2,
output reg [31:0] rs1_fwd2exe,
output reg [31:0] rs2_fwd2exe
);
wire [1:0] rs1_haz, rs2_haz;
always @(*)
begin 
if (~rstn) begin
 rs1_fwd2exe <= 0;
 rs2_fwd2exe <= 0;
end
else begin
case (rs1_hazard)
	2'b00:
	rs1_fwd2exe <= rs1;
	2'b01:
	rs1_fwd2exe <= result;
	2'b10:
	rs1_fwd2exe <= memtoreg_data;
        default: rs1_fwd2exe <= rs1;
endcase	
case (rs2_hazard)
	2'b00:
	rs2_fwd2exe <= rs2;
	2'b01:
	rs2_fwd2exe <= result;
	2'b10:
	rs2_fwd2exe <= memtoreg_data;
	default: rs2_fwd2exe <= rs2;
endcase
end
end
endmodule
```
**./config.mk**
```make
export PLATFORM = sky130hd
export DESIGN_NAME = forwarding
export DESIGN_NICKNAME = forwarding
export VERILOG_FILES = /design/flow/design.v
export SDC_FILE = /design/flow/constraint.sdc
export NUM_CORES = 4
export LEC_CHECK = 1
export CORE_AREA = 10 10 122 122
export DIE_AREA = 0 0 132 132
```
**./constraint.sdc**
```tcl
current_design forwarding

set clk_period 5.2
set clk_io_pct 0.2

create_clock -name clk0 -period $clk_period

set non_clock_inputs [all_inputs -no_clocks]
set_input_delay [expr $clk_period * $clk_io_pct] -clock clk0 $non_clock_inputs
set_output_delay [expr $clk_period * $clk_io_pct] -clock clk0 [all_outputs]
```
**./run.sh**
```bash
#!/bin/bash
# OpenROAD 26Q1-2900-gdf79404cd8, Yosys 0.63+post, stock flow scripts
make -C /OpenROAD-flow-scripts/flow DESIGN_CONFIG=/design/flow/config.mk WORK_HOME=/design/flow/orfs finish
```
==> reports/results.md <==
| Parameter | This run |
|:---|:---|
| Via count of the first global-routing pass | 2664 |
| Syn Std Cell Area | 1840 sq um |
| Total length of routed wires | 10300 um |
| Logic gate share of total power | 100.0% |
| Detail Placement HPWL | 7920 um |
| Data required time at the worst endpoint | 4.16 ns |
| Final weighted congestion of routability-driven global placement | 0.773 |
| Antenna violations before repair | 0 |
| Switching share of power | 31.9% |
| Row count | 40 |
| CP Data Arrival Time | 3.40 ns |
| Min-Delay Path Class | primary input to output port |
| Setup repair after global routing missed its margin | no |
| Init Core Util | 15.1% |
| Post-Layout Cell Count | 569 |
| Leak Pwr | 1.54 nW |
| CTS Hold Bufs | 0 |
| Number of endpoints failing setup at the final stage | 0 |
| Portion of total power attributed to sequential cells | 0% |
| Core utilization of the finished layout | 31.0% |
| Maximum number of pins on one net before global-route repair | 65 |
| Synthesis area per yosys | 1840 sq um |
| Top achievable clock speed | 0.225 GHz |
| IO buf count | 197 |
| Time the final worst path needs with I/O delays and setup | 4.44 ns |
| Max-cap check violation count | 0 |
| Critical Path Fanout Max | 17 |
| Result of the run | completed |
| Worst hold margin | 3.15 ns |
| Net switching power figure | 0.000116 W |
| Area of the core region | 12200 sq um |
| Overall die width | 132 um |
| Netlist cell types | 11 |
| Die outline area | 17400 sq um |
| Number of fill cells | 1269 |
| Number of sequential storage elements | 0 |
| Buffers inserted by post-CTS timing repair | 0 |
| Overall routing resource usage | 10.8% |
| Count of TritonRoute iterations in the first routing pass | 4 |
| CP peak stage delay | 0.68 ns |
| Startpoint kind of the worst setup timing path | primary input |
| Worst setup path start | rs2_hazard[0] |
| Portion of the post-synthesis area used by sequential elements | 0% |
| Total internal power | 0.000247 W |
| Cells along the critical path | clkdlybuf4s50_1, ha_1, buf_4, a221o_1, and3_1, clkdlybuf4s50_1 |
| Antenna diode count | 0 |
| Post-CTS sizing | 0 |
| Combinational gate area | 1540 sq um |
| Number of DRC violations after detailed routing | 0 |
| Number of placed instances, taps included | 569 |
| Post-placement worst setup slack | 0.742 ns |
| Area occupied by registers | 0 sq um |
| Total number of vias | 2630 |
| Slew Viols, Final | 0 |
| Congestion Overflow GR | 0 |
| Clock share of power | 0% |
| Average cell area after synthesis | 7.91 sq um |
| Final Worst Setup Slack | 0.762 ns |
| Synthesis Warnings | 1 |
| Number of instances in the synthesized netlist | 232 |
| Area growth, synth to finish | 105% |
| Cell area power density | 96.2 nW/um^2 |
| Element type at the critical path end | output port |
| Endpoint of the worst setup timing path | rs2_fwd2exe[1] |
| Standard cell with the maximum stage delay on the critical path | ha_1 |
| Crit path top cell by count | clkdlybuf4s50_1 |
| Final Cycle Share | 85.4% |
| Cell count in the Yosys report | 232 |
| Actual slew at the worst max-slew pin | 0.874 ns |
| Total negative setup slack | 0 ns |
| I/O pin count | 197 |
| Number of endpoints with negative hold slack in the final report | 0 |
| Largest voltage drop on the vdd net | 85.8 uV |
| Share of post-route cells with drive strength above 1 | 1.75% |
| Slew HR | 41.7% |
| Total of clock buffers placed in the layout | 0 |
| Global-route wire length before repair | 15600 um |
| Antenna viol nets, final | 0 |
| Number of warning messages in the logs | 34 |
| Overall die height | 132 um |
| DR iter-0 viols | 102 |
| Category of the most critical setup path | primary input to output port |
| Post-detailed-route via-to-cell ratio | 4.62 |
| Average wire per standard cell | 18.0 um |
[worst max-delay path, delay by kind of cell]
family | cells | cell delay, ns
buffers and inverters | 3 | 1.35
AND-OR/OR-AND | 1 | 0.18
AND/OR/NAND/NOR | 1 | 0.14
adder cells (fa/ha/maj) | 1 | 0.68
[per-layer routing]
metal,vias up,wire length (um),global-route usage [%]
met5,-,0,0
li1,1258,-,-
met4,0,57,0.494
met2,118,5200,19.1
met1,1248,4270,13.3
met3,6,734,2.79
[final cells by class]
class                      instances  share of cell area (%)
inverter                           4                   0.398
multi-input combinational        196                    40.7
tap                              168                    5.57
timing repair buffer             201                    53.3
[logic make-up after synthesis]
kind of cell | after synthesis | synth area share (%)
and+or+nand+nor | 128 | 45.8
AOI/OAI and AO/OA | 64 | 34.9
buffers and inverters | 36 | 16.6
adders and majority gates | 4 | 2.73
[cells in the final DEF (no fill, tap or decap), drive strengths merged]
cell type,synthesis,final
a221o,64,64
and3,64,64
buf,23,5
clkdlybuf4s50,0,196
ha,4,4
inv,4,4
nand2b,32,32
or2b,32,32
[power groups by stage]
stage         Clock [W]  Combinational [W]  Sequential [W]
finish                0           0.000363               0
global route          0           0.000396               0
CTS                   0           0.000369               0
[through the flow]
step	total power [W]	area, sq um
floorplan	0.000157	1840
global placement	0.000367	3770
detailed placement	0.000367	3770
CTS	0.000369	3770
global route	0.000396	3770
finish	0.000363	3770
[worst min path at each step]
stage	startpoint	to	slack, ns	depth (start not counted)
CTS	rs1[12]	rs1_fwd2exe[12]	3.17	4
global route	rs1[14]	rs1_fwd2exe[14]	3.20	4
finish	rstn	rs1_fwd2exe[31]	3.15	3
[cells in the mapped netlist, drive strengths merged]
cell	number	area, sq um
a221o	64	641
and3	64	400
nand2b	32	200
or2b	32	240
buf	23	225
clkbuf	9	63.8
ha	4	50.1
inv	4	15.0
Power figures rest on the tool's default switching activity, not on a simulated workload.
